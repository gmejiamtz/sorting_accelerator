File: design/flow/run.sh
#!/bin/bash
# OpenROAD 26Q1-2900-gdf79404cd8, Yosys 0.63+post, stock flow scripts
make -C /OpenROAD-flow-scripts/flow DESIGN_CONFIG=/design/flow/config.mk WORK_HOME=/design/flow/orfs finish
File: design/flow/config.mk
export PLATFORM = sky130hd
export DESIGN_NAME = pcpi_counter
export DESIGN_NICKNAME = pcpi_counter
export VERILOG_FILES = /design/flow/design.v
export SDC_FILE = /design/flow/constraint.sdc
export NUM_CORES = 4
export LEC_CHECK = 1
export CORE_AREA = 10 10 109 109
export DIE_AREA = 0 0 119 119
File: design/flow/constraint.sdc
current_design pcpi_counter

set clk_period 4.7
set clk_io_pct 0.2

create_clock -name clk0 -period $clk_period [get_ports {clk_i}]

set non_clock_inputs [all_inputs -no_clocks]
set_input_delay [expr $clk_period * $clk_io_pct] -clock clk0 $non_clock_inputs
set_output_delay [expr $clk_period * $clk_io_pct] -clock clk0 [all_outputs]
File: design/flow/design.v
package config_pkg;
endpackage
module pcpi_counter #(
    WIDTH_P=32
)(
    input clk_i,
    input reset_i,
    input        pcpi_valid,
    input [31:0] pcpi_insn,
    input [31:0] pcpi_rs1,
    input [31:0] pcpi_rs2,
    output         logic pcpi_wr,
    output  [31:0] pcpi_rd,
    output         logic pcpi_wait,
    output         logic pcpi_ready
);
typedef enum logic[0:0] {IDLE,COUNT} state_t;
assign pcpi_rd = '0;
logic [WIDTH_P-1:0] count_q,count_d;
state_t state_q,state_d;
always_ff @(posedge clk_i) begin : fsm_state
    if(reset_i) begin
        state_q <= IDLE;
    end else begin
        state_q <= state_d;
    end
end
always_ff @(posedge clk_i) begin
    if(reset_i) begin
        count_q <= '0;
    end else if (state_q == COUNT) begin
        count_q <= count_d;
    end
end
always_comb begin : count
    state_d = state_q;
    pcpi_wait = '0;
    pcpi_wr = '0;
    pcpi_ready = '0;
    count_d = count_q;
    case (state_q)
        IDLE: begin
            pcpi_wait = '0;
            if(pcpi_valid) begin
                state_d = COUNT;
            end else begin 
                state_d = IDLE;
            end
        end
        COUNT: begin
            pcpi_wait = '1;
            pcpi_wr = '0;
            if(&count_q) begin
                state_d = IDLE;
                pcpi_ready = '1;
                count_d = count_q + 1;
            end else begin
                count_d = count_q + 1;
            end
        end
    endcase
end
endmodule
==> results_slide.txt <==
Synthesis and Place & Route Summary

Run status
  – Outcome: complete, no violations

Setup path
  – Worst r2r src: count_q[0]
  – CP Max Fanout: 9
  – R2R depth: 5
  – Worst EP arrival: 2.49 ns
  – Nature of the critical path endpoint: output pin
  – Crit. Startpoint: count_q[0]
  – Startpoint Class: register
  – CP Class: reg -> out
  – WP data required: 3.76 ns

Route
  – Number of vias per cell: 4.003
  – WL final: 3443 um
  – First-pass DRT Iterations: 4
  – DR iter-0 viols: 74
  – WL/cell: 9.865 um
  – Antenna viol nets, final: 0
  – Diode count: 0
  – DR vias: 1397
  – DRC violations left: 0

Floorplan
  – IO Pins: 134
  – DIE WIDTH: 119 um
  – Die area: 0.01416 mm^2
  – Fp_density: 19.51%
  – Core Footprint: 0.009639 mm^2
  – Die height: 119 um
  – Core Rows: 36

Power
  – Max IR drop VDD: 0.1602 mV
  – PD cells: 276.1 mW/mm^2
  – Sequential Power Share: 51.7%
  – Pleak: 0.6951 nW
  – Sw Share: 20.00%
  – Gate power share: 2.6%
  – NetSw: 0.1105 mW
  – Clock power share: 45.7%
  – Int Pwr: 0.4419 mW

CTS
  – CTS sink cnt: 33
  – Clock slew at reported path FFs: 0.07 ns
  – Setup Buffers After CTS: 0
  – Clk Tree Root Cell: clkbuf_8
  – Clk buf depth: 2
  – CTS tree: done
  – Worst skew pair latency: 0.28 ns
  – H-tree levels: 2
  – Post-CTS Resized: 0
  – Hold buffer count at CTS: 0
  – CTS Buf Count: 5

Placement
  – Post-DP HPWL: 2296 um
  – GP Congestion: 0.7566
  – Place WS: 1.572 ns
  – IO Port Bufs: 4

STA
  – Count of final setup violators: 0
  – Setup_tns: 0 ns
  – RSZ-0062 raised after global routing: no
  – Final hold violations: 0
  – Final critical-path share of the clock period: 72.89%
  – Fin crit period: 3.426 ns
  – WHS: 0.4786 ns
  – Max Freq: 291.9 MHz
  – Worst Skew: 0.005672 ns
  – Fin worst setup slack: 1.274 ns
  – Final Max Slew Viols: 0

Global route
  – GRT Util Overall: 4.670%
  – Total congestion overflow: 0
  – Largest net degree at the start of global routing: 35
  – First-pass GRT wire length: 5989 um
  – Vias in the first global route: 1359
  – Antenna violations before repair: 0

Logic synthesis
  – Unique cell types: 36
  – Seq share, synth: 35.13%
  – Ys cells: 218
  – Netlist Area Pre-Place: 0.001881 mm^2
  – Post-synth regs: 33
  – Syn. warnings: 1
  – Mean Syn Cell Area: 8.626 um^2
  – Mapped Cells: 218
  – Yosys Chip Area: 0.001881 mm^2

Hold path
  – Hold path cells: 1
  – Worst Min Path Start: count_q[31]
  – Hold Path Class: reg -> reg

Final layout
  – Top cells excl fill/tap: conb_1, dfxtp_1, nor2_1
  – Share of post-route cells with drive strength above 1: 7.407%
  – FILL cells: 1095
  – Area grow syn2layout: 6.387%

Job
  – Max-Cap Viols: 0
  – Tool Warnings: 121
worst max-delay path, stage by stage (launching register included):
cell and delay (ns):
dfxtp_1 0.42, ha_1 0.25, and3_1 0.38, nand3_1 0.32
nor2_1 0.20, and3_1 0.17, clkdlybuf4s50_1 0.46
worst paths after layout:
kind / to / slack [ns]
max: pcpi_ready / 1.27
min: state_q / 0.48
max reg2reg: count_q[30] / 2.58
min reg2reg: state_q / 0.48
Yosys cell counts (all sizes together):
cell	number	share of area (%)
buf	40	16
or4	11	4.4
xor2	12	5.6
a31oi	1	0.33
and4	6	3.0
nor4	2	1.0
nand3	11	2.9
nor2	17	3.4
nor2b	1	0.33
inv	1	0.20
or3	5	1.7
and2	2	0.73
o21ai	5	1.3
dfxtp	33	35
a21oi	16	4.3
conb	1	0.20
clkbuf	6	1.2
o31a	1	0.47
xnor2	1	0.47
o21ba	1	0.53
nand4	15	6.6
o21bai	1	0.40
o31ai	11	4.4
nand2	8	1.6
ha	1	0.67
mux2	1	0.60
and3	7	2.4
mux2i	1	0.53
layer usage:
layer | global-route usage, % | routed length [um]
met5 | 0 | 0
met4 | 0.8397 | 71
met3 | 1.151 | 139
met2 | 6.708 | 1443
met1 | 6.976 | 1789
state kept, by name, indices dropped and copies added (netlist names):
signal and count:
count_q 32, state_q 1
power groups by stage:
stage	Combinational, mW	Clock (mW)	Sequential, mW
CTS	0.0154	0.264	0.285
global route	0.0174	0.274	0.286
finish	0.0142	0.253	0.286
kinds of logic (layout without fill, tap and decap cells):
| logic type | Yosys count | after routing | synth area share (%) |
|---|---|---|---|
| AOI/OAI and AO/OA | 36 | 36 | 11.71 |
| xor gates and xnor gates | 13 | 13 | 6.055 |
| adders and majority gates | 1 | 1 | 0.6652 |
| buffers and inverters | 47 | 13 | 17.10 |
| DFF | 33 | 33 | 35.13 |
| muxes | 2 | 2 | 1.131 |
| other | 1 | 33 | 0.1994 |
| and+or+nand+nor | 85 | 85 | 28.01 |
cell type report:
class | count | area, um^2 | share of cell area [%]
multi-input combinational | 170 | 1018 | 50.91
inverter | 1 | 3.754 | 0.1876
timing repair buffer | 5 | 47.55 | 2.376
sequential | 33 | 660.6 | 33.02
clock inverter | 2 | 35.03 | 1.751
tap | 133 | 166.4 | 8.318
clock buffer | 5 | 68.82 | 3.440
per-stage QoR:
stage	util [%]	instances	instance area [um^2]	total power, mW
final	20.76	349	2001	0.5524
after global routing	20.76	349	2001	0.5776
after CTS	20.76	349	2001	0.5644
after detailed placement	19.68	342	1897	0.3072
after global placement	19.68	342	1897	0.3075
after floorplan	-	250	2001	0.3192
Power and IR drop assume default switching activity.
